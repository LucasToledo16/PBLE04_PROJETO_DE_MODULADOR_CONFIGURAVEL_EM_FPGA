<file path="config.mk">
export PLATFORM = sky130hd
export DESIGN_NAME = Freq_div
export DESIGN_NICKNAME = Freq_div
export VERILOG_FILES = /design/flow/design.v
export SDC_FILE = /design/flow/constraint.sdc
export NUM_CORES = 4
export LEC_CHECK = 1
export CORE_AREA = 10 10 93 93
export DIE_AREA = 0 0 103 103
</file>
<file path="constraint.sdc">
current_design Freq_div

set clk_period 3.4
set clk_io_pct 0.2

create_clock -name clk0 -period $clk_period [get_ports {clk}]

set non_clock_inputs [all_inputs -no_clocks]
set_input_delay [expr $clk_period * $clk_io_pct] -clock clk0 $non_clock_inputs
set_output_delay [expr $clk_period * $clk_io_pct] -clock clk0 [all_outputs]
</file>
<file path="design.v">
module Counter
#(parameter WIDTH=8, max_count=200)
(
	input clk, 
	input rst,
	output reg [WIDTH-1:0] count
);
	always @ (posedge clk or posedge rst) begin
		if (rst) begin
			count <= 0;
		end else begin
			if (count >= max_count-1) begin
				count <= 0;
			end else begin
				count <= count + 1'b1;
			end
		end
	end 
endmodule
module Freq_div
(
	input clk,
	input rst,
	output reg clk_div
);
	wire [13:0] clk_count;
	wire Is_Val_Reached;  
	Counter #(.WIDTH(14),.max_count(12500)) u0 (.clk(clk),.rst(rst),.count(clk_count));  
	assign Is_Val_Reached = clk_count[13] & clk_count[12] & ~clk_count[11] & ~clk_count[10] &
								   ~clk_count[9] & ~clk_count[8] & clk_count[7] & clk_count[6] & ~clk_count[5] &
								   clk_count[4] & ~clk_count[3] & ~clk_count[2] & clk_count[1] & clk_count[0];
	always @(posedge clk) begin
		if (rst) begin
			clk_div <= 0;
		end else begin
			if (Is_Val_Reached) begin
				clk_div <= ~clk_div;
			end else begin
				clk_div <= clk_div;
			end
		end
	end
endmodule 
</file>
<file path="run.sh">
#!/bin/bash
# OpenROAD 26Q1-2900-gdf79404cd8, Yosys 0.63+post, stock flow scripts
make -C /OpenROAD-flow-scripts/flow DESIGN_CONFIG=/design/flow/config.mk WORK_HOME=/design/flow/orfs finish
</file>
==> results.txt <==
The flow run is done. Number of inserted diodes landed at 0. The report shows a maximum critical-path fanout of 2. Count of buffers inserted at the top-level ports landed at 2. In this run, synthesis inferred 0 flip-flops with an integrated enable. The critical path is of the flop to primary output type. Number of standard cells reported by yosys landed at 74. The first global-routing pass estimated 2242 µm of wire. Headroom to the max-slew limit landed at 0.5611. Sequential fraction of the synthesis area landed at 0.5043.

Wire length per cell landed at 7.759 µm. After detailed placement, the design holds a cell count of 154. Buffers added to address setup during post-CTS repair amount to 0. The tool flagged a number of max-cap violations equal to 0. Entering global routing, the biggest net connects 15 pins. Setup repair after global routing left no endpoint under its margin. Synthesized-area fraction occupied by and/or/nand/nor cells landed at 0.2589. Number of hold buffers added after CTS landed at 0. On the final layout, the worst clock skew is 0.5406 ps.

Per STA, the worst path is made up of clkdlybuf4s50_1. Post-synthesis to final-layout area growth landed at 19.93%. In the synthesized netlist the dominant register cell turns out to be sky130_fd_sc_hd__dfrtp_1.

Per the final layout report, the fraction of cells sized above drive strength 1 comes to 0.06410. Via density per instance landed at 3.272. met1 track demand over resource after global routing is 0.03564. The global routing report lists met2 layer usage as 0.03608.

Routed wire length landed at 1226 µm. Grouping non-sequential cells by family puts the most area in simple AND/OR/NAND/NOR gates. For the final routed database, the setup TNS stands at 0 ps. Number of sinks driven by the clock tree landed at 15. Clock input transition at the sequential cells of the worst setup and hold paths landed at 60 ps. Post-synthesis instance area landed at 734.5 µm². HPWL after detailed placement landed at 878.5 µm. The most common logic cell in the final layout is sky130_fd_sc_hd__nor2_1. Routing usage on met3 landed at 0.006770. Per the OpenROAD power report, leakage power amounts to 0.3577 nW.

Number of ports placed on the die boundary landed at 3. After floorplanning, the core was divided into 30 placement rows. The flow ran to the end, and the final reports show no timing, DRC or antenna violations. The die covers 10610 µm². The detail route stage leaves a number of antenna-violating nets equal to 0. The pin closest to its max-slew limit shows a slew of 656.3 ps. Share of flip-flops with an asynchronous set or reset after synthesis landed at 0.9333. The number of global-route vias before repair was 485. Final number of max-transition violations landed at 0. The cell sitting at the root of the clock tree is a sky130_fd_sc_hd__clkbuf_8.

Highest achievable clock rate landed at 580.8 MHz. In this design, the largest share of critical-path delay is due to buffers and inverters. Once placement finished, the instance area stood at 835.8 µm².

Note that the worst hold path type here is flop to flop. The timing report notes that buffer and inverter cells on the critical path total 1. The arrival time of data at the worst endpoint is listed as 1040 ps.

Post-route period utilization is reported as 0.5064. Minimum clock period landed at 1722 ps. By instance count after routing, the leading logic cell types are sky130_fd_sc_hd__nor2_1 (16), sky130_fd_sc_hd__dfrtp_1 (14), sky130_fd_sc_hd__nand4_1 (6), sky130_fd_sc_hd__xnor2_1 (6), sky130_fd_sc_hd__xor2_1 (5).

Overall fraction of global-route tracks in use landed at 0.02531. XOR/XNOR share of the synthesized area landed at 0.1312. According to the floorplan report, the placeable core area is 6756 µm².

The worst setup path is captured at a primary output. Per the detail_route report, the via count comes to 517. Yosys synthesis warning count landed at 2. Yosys mapped the design onto 24 distinct sky130hd cell types. The biggest area contributor in the post-synthesis netlist is sky130_fd_sc_hd__dfrtp_1.

Once iteration 0 of detailed routing completed, the report listed 13 DRC markers. The CTS report gives the tree buffer count as 3. Data required time at the worst endpoint landed at 2720 ps. The largest single stage delay on the critical path is 470 ps. First-pass detailed-route iteration total landed at 4. Synthesized netlist cell count landed at 74. Among all stages on the critical path, the largest delay is contributed by sky130_fd_sc_hd__clkdlybuf4s50_1. TritonCTS built the clock tree.

Maximum root-to-sink buffer count landed at 2. Sequential cell area in the final layout landed at 370.4 µm². Compound-cell area share of the yosys netlist landed at 0.05281.

Stage-log warning count landed at 25. In the routed design, unresolved DRC markers number 0. Number of non-filler instances in the completed layout landed at 158. Maximum resistive drop on vdd landed at 0.1330 mV. Initial antenna violation count landed at 0. Fill cell instance count of the final layout landed at 770. In the final report, the number of endpoints failing setup comes to 0.

Area of all placed cells without fillers landed at 880.8 µm². Looking at the clock tree report, the H-tree level count equals 1. STA classifies the critical path startpoint as a flop.

Area fraction in full adders, half adders and majority gates landed at 0.01704. Clock latency on the worst-skew pair, taken at its later pin, is 240 ps. Area fraction in mux cells landed at 0. Of the post-synthesis cell area, the dominant cell type holds 0.4770.

Global route summary, busiest routing layer listed as met2. Number of hold violations in the final report landed at 0. Chip area estimate from yosys synthesis landed at 734.5 µm². Post-synthesis register bit count landed at 15. Final global-route overflow total landed at 0. Multi-input logic area landed at 337.8 µm². The number of gates resized after CTS was 0. Overall die height landed at 103 µm. Yosys attributes the largest share of cell area to sky130_fd_sc_hd__dfrtp_1 (48%), sky130_fd_sc_hd__nor2_1 (8.2%), sky130_fd_sc_hd__xnor2_1 (7.2%). The die is 103 µm wide. After its last routability iteration, the placer logged a weighted congestion of 0.8067. The initial utilization of the core area, before any placement, comes to 0.1087. Power per cell area landed at 364.5 nW/µm². Per the post-synthesis stats, the area per cell is 9.925 µm².
-- worst reg2reg max path, cell delays in order (launching register included) --
cell                      delay [ps]
sky130_fd_sc_hd__dfrtp_1         460
sky130_fd_sc_hd__and3_1          220
sky130_fd_sc_hd__o31ai_1          80
sky130_fd_sc_hd__a31oi_2         580
sky130_fd_sc_hd__nor2_1          110
-- final cells by class --
| cell class | count | area share |
|---|---|---|
| Sequential cell | 15 | 0.4205 |
| Multi-Input combinational cell | 55 | 0.3835 |
| Tap cell | 80 | 0.1136 |
| Clock buffer | 4 | 0.05114 |
| Timing Repair Buffer | 2 | 0.02273 |
| Inverter | 2 | 0.008523 |
-- final timing paths --
kind	from	endpoint	slack [ps]	cells past startpoint
setup / recovery	clk_div	clk_div	1680	1
hold / removal	u0.count[0]	u0.count[0]	510	1
setup reg to reg	u0.count[4]	u0.count[3]	1800	4
hold reg to reg	u0.count[0]	u0.count[0]	510	1
max in group asynchronous	rst	u0.count[13]	2240	2
min in group asynchronous	rst	u0.count[12]	810	2
-- flip-flops by register name, summed over array words and instances, names as in the netlist --
| register | count |
|---|---|
| u0.count | 14 |
| clk_div | 1 |
-- metal layers --
metal / vias up / wire length (µm)
li1: 264 / -
met1: 248 / 641
met2: 3 / 512
met3: 2 / 37
met4: 0 / 34
met5: - / 0
-- cell usage after synthesis, types with 2 or more instances --
library cell,count
sky130_fd_sc_hd__and3_1,2
sky130_fd_sc_hd__dfrtp_1,14
sky130_fd_sc_hd__inv_1,2
sky130_fd_sc_hd__nand2_1,3
sky130_fd_sc_hd__nand3_1,3
sky130_fd_sc_hd__nand4_1,6
sky130_fd_sc_hd__nor2_1,16
sky130_fd_sc_hd__nor3_1,3
sky130_fd_sc_hd__xnor2_1,6
sky130_fd_sc_hd__xor2_1,5
-- power by group --
group	internal, mW	switching (mW)	total, mW
combinational	0.00109	0.00338	0.00447
sequential	0.178	0.0000000000000000332	0.178
clock	0.0827	0.0554	0.138
total	0.262	0.0588	0.321
-- per-stage QoR --
stage / power [mW] / utilization / worst slack, ps / hold WS, ps
floorplan: 0.1842 / - / 2039 / 457.6
finish: 0.3211 / 0.1304 / 1678 / 514.7
CTS: 0.3277 / 0.1304 / 1660 / 512.1
global route: 0.3390 / 0.1304 / 1631 / 546.8
global placement: 0.1864 / 0.1237 / 1814 / 492.3
detailed placement: 0.1865 / 0.1237 / 1808 / 503.4
-- cells by family (layout without fill, tap and decap cells) --
| group | Yosys count | after routing |
|---|---|---|
| AND-OR/OR-AND | 5 | 5 |
| XOR/XNOR | 11 | 11 |
| adder cells (fa/ha/maj) | 1 | 1 |
| buffers and inverters | 4 | 8 |
| flip-flops | 15 | 15 |
| AND/OR/NAND/NOR | 38 | 38 |
No activity file was given, so power comes from the tool's default toggle rates.

--- ./design.v ---
module ADC_manager(
	input clk,  
	input rst,
	input ADC_read,
	output reg NEW_BYTE,
	output reg clk_out,
	output reg cs_out,
	output reg out_serial,
	output reg [7:0] out_parallel
);
	wire clk_div;
	wire clk_div2;
	wire [4:0] count;
	wire [2:0] count2;
	reg DoneRead;
	reg [7:0] out_temp;
	Freq_div_ADC u0(.clk(clk),.rst(rst),.clk_div(clk_div));  
	Counter #(.WIDTH(5),.max_count(25)) u1(.clk(clk_div),.rst(rst),.count(count));  
	Freq_div2 u2(.clk(clk),.rst(rst),.clk_div(clk_div2));  
	Counter #(.WIDTH(3),.max_count(8)) u3(.clk(clk_div2),.rst(rst),.count(count2)); 
	always @ (posedge clk_div or posedge rst) begin
		if (rst) begin  
			cs_out <= 0;
			clk_out <= 0;
			out_parallel <= 0;
			DoneRead <= 0;
		end else begin
			case (count)
				5'd0: begin
					cs_out <= 1;
					clk_out <= 0;
				end
				5'd1: begin
					cs_out <= 0;
					clk_out <= 0;
				end
				5'd2: begin
					cs_out <= 0;
					clk_out <= 1;
				end
				5'd3: begin
					cs_out <= 0;
					clk_out <= 0;
				end
				5'd4: begin
					cs_out <= 0;
					clk_out <= 1;
				end
				5'd5: begin
					cs_out <= 0;
					clk_out <= 0;
				end
				5'd6: begin
					cs_out <= 0;
					clk_out <= 1;
				end
				5'd7: begin
					cs_out <= 0;
					clk_out <= 0;
				end
				5'd8: begin
					cs_out <= 0;
					clk_out <= 1;
					out_parallel[7] <= ADC_read;
				end
				5'd9: begin
					cs_out <= 0;
					clk_out <= 0;
				end
				5'd10: begin
					cs_out <= 0;
					clk_out <= 1;
					out_parallel[6] <= ADC_read;
				end
				5'd11: begin
					cs_out <= 0;
					clk_out <= 0;
				end
				5'd12: begin
					cs_out <= 0;
					clk_out <= 1;
					out_parallel[5] <= ADC_read;
				end
				5'd13: begin
					cs_out <= 0;
					clk_out <= 0;
				end
				5'd14: begin
					cs_out <= 0;
					clk_out <= 1;
					out_parallel[4] <= ADC_read;
				end
				5'd15: begin
					cs_out <= 0;
					clk_out <= 0;
				end
				5'd16: begin
					cs_out <= 0;
					clk_out <= 1;
					out_parallel[3] <= ADC_read;
				end
				5'd17: begin
					cs_out <= 0;
					clk_out <= 0;
				end
				5'd18: begin
					cs_out <= 0;
					clk_out <= 1;
					out_parallel[2] <= ADC_read;
				end
				5'd19: begin
					cs_out <= 0;
					clk_out <= 0;
				end
				5'd20: begin
					cs_out <= 0;
					clk_out <= 1;
					out_parallel[1] <= ADC_read;
				end
				5'd21: begin
					cs_out <= 0;
					clk_out <= 0;
				end
				5'd22: begin
					cs_out <= 0;
					clk_out <= 1;
					out_parallel[0] <= ADC_read;
				end
				5'd23: begin
					cs_out <= 0;
					clk_out <= 0;
					DoneRead <= 1;  
				end
				5'd24: begin
					cs_out <= 1;
					clk_out <= 0;
					DoneRead <= 0;  
				end
				default: begin
					cs_out <= 0;
					clk_out <= 0;
					out_parallel <= 0;
					DoneRead <= 0;
				end
			endcase
		end
	end
	always @(posedge DoneRead or posedge rst) begin
		if (rst) begin
			out_temp <= 0;
		end else begin
			if (DoneRead) begin
				out_temp <= out_parallel;
			end else begin
				out_temp <= out_temp;
			end
		end
	end
	always @(posedge clk_div2 or posedge rst) begin
		if (rst) begin
			NEW_BYTE <= 0;
		end else begin
			case (count2)
				3'b000: begin
					out_serial <= out_temp[7];
					NEW_BYTE <= 1;
					end
				3'b001: begin
					out_serial <= out_temp[6];
					NEW_BYTE <= 0;
					end
				3'b010:
					out_serial <= out_temp[5];
				3'b011:
					out_serial <= out_temp[4];
				3'b100:
					out_serial <= out_temp[3];
				3'b101:
					out_serial <= out_temp[2];
				3'b110:
					out_serial <= out_temp[1];
				3'b111:
					out_serial <= out_temp[0];
				default:
					out_serial <= 0;
			endcase
		end
	end
endmodule
module Counter
#(parameter WIDTH=8, max_count=200)
(
	input clk, 
	input rst,
	output reg [WIDTH-1:0] count
);
	always @ (posedge clk or posedge rst) begin
		if (rst) begin
			count <= 0;
		end else begin
			if (count >= max_count-1) begin
				count <= 0;
			end else begin
				count <= count + 1'b1;
			end
		end
	end 
endmodule
module Freq_div2
(
	input clk,
	input rst,
	output reg clk_div
);
	wire [13:0] clk_count;
	wire Is_Val_Reached;  
	Counter #(.WIDTH(14),.max_count(12500)) u0 (.clk(clk),.rst(rst),.count(clk_count));  
	assign Is_Val_Reached = clk_count[13] & clk_count[12] & ~clk_count[11] & ~clk_count[10] &
									~clk_count[9] & ~clk_count[8] & clk_count[7] & clk_count[6] & ~clk_count[5] &
								   clk_count[4] & ~clk_count[3] & ~clk_count[2] & clk_count[1] & clk_count[0];
	always @(posedge clk or posedge rst) begin
		if (rst) begin
			clk_div <= 0;
		end else begin
			if (Is_Val_Reached) begin
				clk_div <= ~clk_div;
			end else begin
				clk_div <= clk_div;
			end
		end
	end
endmodule 
module Freq_div_ADC
(
	input clk,
	input rst,
	output reg clk_div
);
	wire [11:0] clk_count;
	wire Is_Val_Reached;  
	Counter #(.WIDTH(12),.max_count(4000)) u0 (.clk(clk),.rst(rst),.count(clk_count));  
	assign Is_Val_Reached = clk_count[11] & clk_count[10] &
									clk_count[9] & clk_count[8] & clk_count[7] & ~clk_count[6] & ~clk_count[5] &
								   clk_count[4] & clk_count[3] & clk_count[2] & clk_count[1] & clk_count[0];
	always @(posedge clk or posedge rst) begin
		if (rst) begin
			clk_div <= 0;
		end else begin
			if (Is_Val_Reached) begin
				clk_div <= ~clk_div;
			end else begin
				clk_div <= clk_div;
			end
		end
	end
endmodule 
--- ./run.sh ---
#!/bin/bash
# OpenROAD 26Q1-2900-gdf79404cd8, Yosys 0.63+post, stock flow scripts
make -C /OpenROAD-flow-scripts/flow DESIGN_CONFIG=/design/flow/config.mk WORK_HOME=/design/flow/orfs finish
--- ./config.mk ---
export PLATFORM = sky130hd
export DESIGN_NAME = ADC_manager
export DESIGN_NICKNAME = ADC_manager
export VERILOG_FILES = /design/flow/design.v
export SDC_FILE = /design/flow/constraint.sdc
export NUM_CORES = 4
export LEC_CHECK = 1
export CORE_UTILIZATION = 40
--- ./constraint.sdc ---
current_design ADC_manager

set clk_period 2.4
set clk_io_pct 0.2

create_clock -name clk0 -period $clk_period [get_ports {clk}]

set non_clock_inputs [all_inputs -no_clocks]
set_input_delay [expr $clk_period * $clk_io_pct] -clock clk0 $non_clock_inputs
set_output_delay [expr $clk_period * $clk_io_pct] -clock clk0 [all_outputs]
==> results.txt <==
flow finished, numbers: layout cells sized above 1 4.651%, DRC viols 0, Post-synth seq share 49.33%, Gate power share 3.1%, largest net degree at the start of global routing 37, total wire length a little over 5 mm, CP Class reg -> reg, grt peak-use layer met1, Crit path largest cell delay 0.54 ns, Avg Cell Area, Syn 9.869 µm², drt pass-1 iters 4, Post-Synthesis Cell Area 0.002902 mm², Port Buffer Count 14, Worst-Margin Slew roughly 0.74 ns, first-pass GRT wire length 8.811 mm, Floorplan Utilization a little over two fifths, WP data arrival 1.76 ns, fin. max-slew vios 0, post-cts sizing count 0, P_leak 1.362 nW, antenna violations before repair 0, final setup fails 0, critical path required time 2.56 ns, Rel. slew slack between 50 and 60%, Ys Warns 7, clock buffer depth 2, critical path's slowest cell nor4_1, Clock power frac 33.1%, H-Tree Depth 1, Unique cell types roughly 54, chip area 0.007599 mm², part of the power in registers a little under two thirds, Most used DFF post-synth dfrtp_1, Psw ~0.15 mW, period utilisation layout 66.42%, vias per cell 5.136, grt met3 use 2.019%, top cell type's share of synthesized area 48.30%, final global-route overflow total 0, Pwr Total 0.7390 mW, dominant logic cell type in the layout dfrtp_1, Final Hold Fails 0, Die X 87.17 µm, vias in the first global route 1,874, RD Place Congestion approximately 0.88, tool warnings 32, CTS Hold Bufs 0, DIE HEIGHT 87.17 µm, register pins left without a clock 29, met1 Track Usage GR 25.44%, Iteration-0 DRC Markers ~64, fmax roughly 630 MHz, ys cells 294, post-route ant nets 0, Yosys chip area 0.002902 mm², Worst Setup Start Kind register, Global Route Usage Sum about 15%, CTS tree done, PwrDens about 230 mW/mm², worst-skew pair later-pin latency 0.27 ns, DR vias 2,039, endpoints left unconstrained 42, Min Clock Period, post-route 1.594 ns, Async SR Flop Fraction 98.25%, Worst-path clk slew roughly 0.09 ns, worst hold path type reg -> reg, switching share of power 20.49%, cells after synthesis 294, WL/cell ~13 µm, Root Driver clkbuf_8, Peak VDD IR 0.0002685 V, internal power ~0.59 mW, top cells by area dfrtp_1 48%, nor2_1 6.1%, ha_1 5.6%, xnor2_1 4.2%, nand3_1 2.9%, RSZ-0062 raised after global routing false, most frequent cells in the layout 56 x dfrtp_1, 47 x nor2_1, 18 x nand2_1, 17 x nand3_1, FF+latch count, synth 57, number of buffers created by CTS 3, Post-CTS Setup Bufs 0, setup TNS 0 ns, Core Area roughly 0.007 mm², Worst Path Max Fanout 7, DP HPWL roughly 3.7 mm, CP Cell Sequence nand2_1 -> nor4_1 -> nand3_1 -> xor2_1 -> nor2_1, Post-synth EDFFs 1, I/O pins 15, max-cap violations 0, # diodes 0, status complete, no violations, post-synth top area cell dfrtp_1, Setup crit end kind register, Area Overhead vs Synth 8.581%, GR Util met2 21.98%, Worst Skew between 0.003 and 0.004 ns, row count 30
==> metrics by stage <==
step	hold WS [ns]	utilization, %	setup slack, ns	instance area [µm²]	std cells
floorplan	0.4518	-	0.5221	2902	294
global placement	0.4693	45.02	0.8629	3109	394
detailed placement	0.4797	45.02	0.8179	3109	394
CTS	0.4925	45.62	0.7965	3151	397
global route	0.5147	45.62	0.6727	3151	397
finish	0.4896	45.62	0.8059	3151	397
==> cells by family (layout without fill, tap and decap cells) <==
family	count (synthesis)	count (layout)	share of synthesized area (%)
adder cells (fa/ha/maj)	13	13	5.606
XOR/XNOR	23	23	6.943
flip-flops	57	57	49.33
buffers and inverters	26	33	4.140
AND-OR/OR-AND	48	48	11.99
multiplexers	3	3	1.250
AND/OR/NAND/NOR	124	124	20.74
==> Yosys cell counts (2+ instances only) <==
master	instances
a21oi_1	8
a221oi_1	2
a31oi_1	4
and3_1	3
buf_2	6
buf_6	2
clkbuf_1	4
dfrtp_1	56
ha_1	13
inv_1	14
nand2_1	18
nand2b_1	2
nand3_1	17
nand4_1	4
nor2_1	47
nor2b_1	8
nor3_1	6
nor4_1	8
o211ai_1	2
o21ai_0	12
o31a_1	2
o41ai_1	2
or2_1	2
xnor2_1	14
xor2_1	9
==> power groups by stage <==
stage	combinational (mW)	sequential, mW	clock, mW
finish	0.0232	0.471	0.245
global route	0.0281	0.471	0.279
CTS	0.0249	0.471	0.260
==> final timing paths <==
path / end / cells past startpoint / startpoint / slack [ns]
max reg2reg: u2.u0.count[11]$_DFF_PP0_ / 5 / u2.u0.count[2]$_DFF_PP0_ / 0.81
max: u2.u0.count[11]$_DFF_PP0_ / 5 / u2.u0.count[2]$_DFF_PP0_ / 0.81
max in group asynchronous: u2.u0.count[10]$_DFF_PP0_ / 2 / rst / 1.28
min: u0.u0.count[0]$_DFF_PP0_ / 1 / u0.u0.count[0]$_DFF_PP0_ / 0.49
min in group asynchronous: u0.u0.count[7]$_DFF_PP0_ / 2 / rst / 0.65
min reg2reg: u0.u0.count[0]$_DFF_PP0_ / 1 / u0.u0.count[0]$_DFF_PP0_ / 0.49
==> area by class of cell <==
| type | count | area (µm²) |
|---|---|---|
| multi-input cells | 211 | 1350 |
| repair buffers | 16 | 155.1 |
| inverters | 14 | 52.55 |
| flip-flops and latches | 57 | 1431 |
| fillers | 654 | 3756 |
| well taps | 96 | 120.1 |
| clock buffers | 3 | 41.29 |
==> per-layer routing <==
metal  share of wire, %  wire (µm)
met5                  0          0
met4               0.20         10
met3                2.5        125
met2                 43       2160
met1                 54       2733
==> worst max-delay path, delay by kind of cell, from the launching register on <==
| family | cells | cell delay, ns |
|---|---|---|
| and+or+nand+nor | 4 | 0.86 |
| DFF | 1 | 0.47 |
| xor gates and xnor gates | 1 | 0.16 |
==> flip-flops by register name (all words and copies together) (netlist names) <==
register,count
out_temp,8
out_parallel,8
u3.count,3
u0.u0.count,12
DoneRead,1
cs_out,1
u1.count,5
u0.clk_div,1
NEW_BYTE,1
clk_out,1
u2.u0.count,14
u2.clk_div,1
out_serial,1
No activity file was given, so power comes from the tool's default toggle rates.

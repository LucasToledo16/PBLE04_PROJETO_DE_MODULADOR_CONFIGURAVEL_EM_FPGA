File: flow/config.mk
export PLATFORM = sky130hd
export DESIGN_NAME = Four_ASK
export DESIGN_NICKNAME = Four_ASK
export VERILOG_FILES = /design/flow/design.v
export SDC_FILE = /design/flow/constraint.sdc
export NUM_CORES = 4
export LEC_CHECK = 1
export CORE_UTILIZATION = 40
File: flow/constraint.sdc
current_design Four_ASK

set clk_period 3.4
set clk_io_pct 0.2

create_clock -name clk0 -period $clk_period [get_ports {clk}]

set non_clock_inputs [all_inputs -no_clocks]
set_input_delay [expr $clk_period * $clk_io_pct] -clock clk0 $non_clock_inputs
set_output_delay [expr $clk_period * $clk_io_pct] -clock clk0 [all_outputs]
File: flow/design.v
module Acq_hold
(
	input clk,
	input rst,
	input in,
	output reg [1:0] out
);
	wire clk2;
	reg count;
	reg [1:0] temp;
	Freq_div_Acq_hold u0 (.clk(clk),.rst(rst),.clk_div(clk2));  
	always @ (posedge clk2 or posedge rst) begin
		if (rst) begin  
			out <= 0;
			temp <= 0;
			count <= 0;
		end else begin  
			if (!count) begin
				temp[0] <= in;
			end else begin
				temp[1] <= in;
				out <= temp;  
			end
			count <= ~count;  
		end
	end
endmodule
module Carrier_gen
#(parameter DC = 375)  
(
	input clk,
	input rst,
	output reg out
);
	reg [8:0] count;  
	always @ (posedge clk or posedge rst) begin
		if (rst) begin  
			out <= 0;
			count <= 0;
		end else begin
			if (count >= 499) begin  
				count <= 0;
			end else begin
				count <= count + 9'b1;  
				if (count < DC) begin  
					out <= 1;
				end else begin
					out <= 0;
				end
			end
		end
	end 
endmodule
module Counter
#(parameter WIDTH=8, max_count=200)
(
	input clk, 
	input rst,
	output reg [WIDTH-1:0] count
);
	always @ (posedge clk or posedge rst) begin
		if (rst) begin
			count <= 0;
		end else begin
			if (count >= max_count-1) begin
				count <= 0;
			end else begin
				count <= count + 1'b1;
			end
		end
	end 
endmodule
module Four_ASK
(
	input clk,
	input rst,
	input message,
	output reg modulated
);
	wire [1:0] sel;
	wire carrier1, carrier2, carrier3, carrier4, out;
	Acq_hold u0 (.clk(clk),.rst(rst),.in(message),.out(sel));
	MUX_4ASK u1 (.carrier1(carrier1),.carrier2(carrier2),.carrier3(carrier3),.carrier4(carrier4),.sel(sel),.out(out));
	Carrier_gen #(.DC(22)) u2 (.clk(clk),.rst(rst),.out(carrier1));  
	Carrier_gen #(.DC(47)) u3 (.clk(clk),.rst(rst),.out(carrier2));  
	Carrier_gen #(.DC(82)) u4 (.clk(clk),.rst(rst),.out(carrier3));  
	Carrier_gen #(.DC(115)) u5 (.clk(clk),.rst(rst),.out(carrier4));  
	always @ (posedge clk or posedge rst) begin
		if (rst) begin
			modulated <= 0;
		end else begin
			modulated <= out;
		end
	end
endmodule
module Freq_div_Acq_hold
(
	input clk,
	input rst,
	output reg clk_div
);
	wire [13:0] clk_count;
	wire Is_Val_Reached;  
	Counter #(.WIDTH(14),.max_count(12500)) u0 (.clk(clk),.rst(rst),.count(clk_count));  
	assign Is_Val_Reached = clk_count[13] & clk_count[12] & ~clk_count[11] & ~clk_count[10] &
								   ~clk_count[9] & ~clk_count[8] & clk_count[7] & clk_count[6] & ~clk_count[5] &
								   clk_count[4] & ~clk_count[3] & ~clk_count[2] & clk_count[1] & clk_count[0];
	always @(posedge clk) begin
		if (rst) begin
			clk_div <= 0;
		end else begin
			if (Is_Val_Reached) begin
				clk_div <= ~clk_div;
			end else begin
				clk_div <= clk_div;
			end
		end
	end
endmodule 
module MUX_4ASK
(
	input carrier1,
	input carrier2,
	input carrier3,
	input carrier4,
	input [1:0] sel,
	output out
);
	assign out = sel[1] ? (sel[0] ? carrier4 : carrier3):(sel[0] ? carrier2 : carrier1);
endmodule
File: flow/run.sh
#!/bin/bash
# OpenROAD 26Q1-2900-gdf79404cd8, Yosys 0.63+post, stock flow scripts
make -C /OpenROAD-flow-scripts/flow DESIGN_CONFIG=/design/flow/config.mk WORK_HOME=/design/flow/orfs finish
==> git commit body <==
Update PnR metrics after Yosys + OpenROAD run

* Cell type group with the largest total delay on the critical path: buffers and inverters
- Power density relative to cell area: 348 nW/µm²
- Bufs and invs on worst path: 1
* R2R Path End: u0.u0.u0.count[2]$_DFF_PP0_
* Post-synthesis cell count: 265
* Residual DRC: 0
- X dimension of the die: ~86 µm
* Final total negative setup slack: 0 ns
* Post-DP HPWL: between 2000 and 3000 µm
- Die Span Y: between 80 and 90 µm
- Buffer levels on the longest clock path: 2
- The via count of the first global-routing pass came to 1608.
- CTS buffer count: 5
* Delay of the slowest cell on the worst path: 0.45 ns
* CP Launch Point: modulated$_DFF_PP0_
- Worst-Skew Late Latency: just over 0.3 ns
* Wire length of the first global-routing pass: approximately 7400 µm
- WP data required: around 2.7 ns
- STA classifies the critical path endpoint as a primary output.
* Worst-path cell with the longest stage delay: clkdlybuf4s50_1
- Count of library flops with an enable pin: 0
- TritonRoute output was used to compute an average wire per cell of 11.3 µm.
* Upper clock frequency limit: around 0.57 GHz
- Post-placement cell count: roughly 360
- The synthesized design contains slightly above 60 register bits.
- Path depth of the worst reg2reg path: 5
- Total area of sequential cells: about 1500 µm²
- Average footprint of a synthesized cell: approximately 11 µm²
* Cell types with the highest counts after synthesis: 60 x dfrtp_1, 48 x nor2_1, 19 x xnor2_1
- Register share after synthesis: 0.540
- TritonCTS built the clock tree.
- Before antenna repair, the detailed router went through 4 iterations.
- Per the run summary, max-cap violations total 0.
* Number of antenna violations at the first check in global routing: 0
- Non-filler cells in the finished layout: about 370
- In the final layout, the share of cells above drive strength 1 is 0.105.
- Worst IR Drop VDD: 0.000160 V
- Critical setup path kind: flip-flop to primary output
- Per the final report, max-transition violations number 0.
* Number of unconstrained endpoints: 5
- In the final report, the number of hold violations comes to 0.
- Core region area: 6790 µm²
- For the final database, setup skew stands at around 0.012 ns.
- The synthesized netlist occupies a cell area of approximately 2800 µm².
- Antenna diode count: 0
- All stages included, the depth of the critical timing path comes to 1.
- Total cells reported by yosys after synthesis: 265
- CTS Hold Buffers Added: 0
* Yosys Chip Area: 2820 µm²
- Post-synth ARST share: 0.984
* Number of rows created at floorplan: 30
- Listed in order, past its start point the critical path passes clkdlybuf4s50_1.
- CTS placed an instance of clkbuf_8 at the clock tree root.
- The run finished with clean final reports.
- Tool Warnings: 25
- In this run, distinct cell masters in the synthesized netlist total 36.
* Comb area: around 1200 µm²
- STA classifies the critical path startpoint as a flip-flop.
- Flop2flop setup slack: between 1.5 and 2 ns
* PortBufs: 3
- RSZ-0062 raised after global routing: no
- The detail route stage leaves a number of antenna-violating nets equal to 0.
* Cell with the most instances after synthesis: dfrtp_1
- By area the synthesized netlist is led by dfrtp_1 53%, nor2_1 6.4%, xnor2_1 5.9%.
- Final std cell area, no fill: a little over 3000 µm²
* Gr usage total: 0.127
- In the synthesized netlist the dominant register cell turns out to be dfrtp_1.
- Per the detail_route report, vias per standard cell equal between 4 and 5.
- The worst path needs about 1.8 ns of the cycle, external delays included.
* Crit path DAT: between 1 and 1.5 ns
- Clock transition time at the flip-flop clock pins of the worst setup and hold paths: approximately 0.10 ns
* Tcrit/Tclk final: 0.520
- Entering global routing, the biggest net connects a little over 60 pins.
* Iteration-0 DRC count of the detailed router: 51
- Total global routing overflow: 0
- Summed over all instances, the cell type with the most area after synthesis is dfrtp_1.
- Static power due to leakage: between 0.001 and 0.0015 µW
- Post-Route Utilization: 0.448
- After floorplanning, the die was sized to cover around 7400 µm².
- CP endpoint: modulated
- Looking at the reg2reg group, the worst path starts from u0.u0.u0.count[0]$_DFF_PP0_.
* Cell area after placement: a little under 3000 µm²
- The area fraction of the largest cell type after synthesis is 0.533.
- Largest fanout on the critical path: 1
- After clock tree synthesis, the repair step resized 0 gates.
- Fill cell count: roughly 620
* Global placer's final weighted congestion: about 0.79
- Register pins left without a clock: 5
- Pin placement for this block handled 4 I/O pins.
* Area added between synthesis and finish: 8.22%
- The pin closest to its max-slew limit shows a slew of approximately 0.73 ns.
- In this run the number of H-tree levels came out at 2.
- Buffers added to address setup during post-CTS repair amount to 0.
- Core Density at Floorplan: 0.414
- From the final report, the count of setup violators was given as 0.
- The detailed router reported a total wirelength of between 4000 and 5000 µm.
- The routed layout has between 1500 and 2000 vias.
- Worst max-slew margin expressed relative to the limit: 0.513
- Worst hold-check path type: flip-flop to flip-flop
- The Yosys step of the flow raised 8 warnings.
-- report_power, final --
| group | switching [µW] | internal (µW) | total [µW] |
|---|---|---|---|
| combinational | 14.1 | 3.10 | 17.2 |
| clock | 210 | 167 | 377 |
| sequential | 0.000000000000238 | 665 | 665 |
| total | 224 | 835 | 1060 |
-- per-stage QoR --
stage | power, µW | setup slack (ns) | hold WS (ns)
floorplan | 689 | 1.24 | 0.424
global placement | 697 | 1.60 | 0.447
detailed placement | 697 | 1.59 | 0.454
CTS | 1090 | 1.61 | 0.469
global route | 1110 | 1.59 | 0.503
finish | 1060 | 1.63 | 0.471
-- per-layer routing --
metal,vias to the layer above,GRT usage,share of wire
met5,-,0,0
met1,859,0.220,0.54
met4,0,0.0152,0.011
met2,8,0.180,0.43
li1,926,-,-
met3,4,0.0234,0.019
-- kinds of logic after synthesis --
| kind of cell | after synthesis | synth area share |
|---|---|---|
| AND/OR/NAND/NOR | 125 | 0.228 |
| flip-flops | 61 | 0.540 |
| XOR/XNOR | 32 | 0.0996 |
| AND-OR/OR-AND | 28 | 0.0738 |
| buffers and inverters | 11 | 0.0200 |
| adder cells (fa/ha/maj) | 5 | 0.0222 |
| multiplexers | 3 | 0.0160 |
-- sequential cells by signal, summed over array words and instances (netlist names) --
register	flops
u2.out	1
u3.count	9
u5.out	1
u3.out	1
modulated	1
u0.u0.u0.count	14
u4.count	9
u0.u0.clk_div	1
u5.count	9
u2.count	9
u0.temp	2
u4.out	1
u0.count	1
u0.out	2
-- worst min-delay path by stage --
stage                    startpoint               endpoint  cells after the start
finish        u2.count[0]$_DFF_PP0_  u2.count[0]$_DFF_PP0_                      1
global route  u2.count[0]$_DFF_PP0_  u2.count[0]$_DFF_PP0_                      1
CTS           u2.count[0]$_DFF_PP0_  u2.count[0]$_DFF_PP0_                      1
-- placed cells by master (no fill, tap or decap), types with 2 or more instances in the layout --
cell type / count
dfrtp_1: 60
nor2_1: 48
xnor2_1: 19
nand3_1: 15
nand2_1: 13
xor2_1: 13
nor2b_1: 10
nor2_2: 10
inv_1: 8
nor3_1: 7
nand4_1: 6
o21ai_0: 6
clkbuf_8: 6
a22o_1: 5
ha_1: 5
and3_1: 4
a31oi_1: 4
o21ai_1: 3
clkdlybuf4s50_1: 3
a21oi_1: 2
a2111oi_1: 2
nor3_2: 2
and4_1: 2
or3_1: 2
nand4_2: 2
nor4_1: 2
mux2_2: 2
-- layout make-up --
class | instances | area share
Multi-Input combinational cell | 193 | 0.406
Clock inverter | 2 | 0.00452
Inverter | 9 | 0.0111
Clock buffer | 6 | 0.0271
Timing Repair Buffer | 4 | 0.0123
Sequential cell | 61 | 0.499
Tap cell | 96 | 0.0394
No activity file was given, so power comes from the tool's default toggle rates.
